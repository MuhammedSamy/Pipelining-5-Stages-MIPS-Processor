$ cat ./config.mk
export PLATFORM = sky130hd
export DESIGN_NAME = regFile
export DESIGN_NICKNAME = regFile
export VERILOG_FILES = /design/flow/design.v
export SDC_FILE = /design/flow/constraint.sdc
export NUM_CORES = 4
export LEC_CHECK = 1
export CORE_UTILIZATION = 50
$ cat ./constraint.sdc
current_design regFile

set clk_period 18.4
set clk_io_pct 0.2

create_clock -name clk0 -period $clk_period [get_ports {clk}]

set non_clock_inputs [all_inputs -no_clocks]
set_input_delay [expr $clk_period * $clk_io_pct] -clock clk0 $non_clock_inputs
set_output_delay [expr $clk_period * $clk_io_pct] -clock clk0 [all_outputs]
$ cat ./design.v
module mux #(parameter integer LENGTH = 32 ) (in1, in2, sel, out);
  input sel;
  input [LENGTH-1:0] in1, in2;
  output [LENGTH-1:0] out;
  assign out = (sel == 0) ? in1 : in2;
endmodule  
module mux_3input #(parameter integer LENGTH = 32 ) (in1, in2, in3, sel, out);
  input [LENGTH-1:0] in1, in2, in3;
  input [1:0] sel;
  output [LENGTH-1:0] out;
  assign out = (sel == 2'd0) ? in1 :
               (sel == 2'd1) ? in2 : in3;
endmodule  
module adder (in1, in2, out);
  input [31:0] in1, in2;
  output [31:0] out;
  assign out = in1 + in2;
endmodule  
module register (clk, reset, writeEn, regIn, regOut);   
  input clk, reset, writeEn;
  input [31:0] regIn;
  output reg [31:0] regOut;
  always @ (posedge clk) begin
    if (reset == 1) regOut <= 0;
    else if (writeEn) regOut <= regIn;
  end
endmodule  
module regFile (clk, rst, src1, src2, dest, writeVal, writeEn, reg1, reg2);
  input clk, rst, writeEn;
  input [5-1:0] src1, src2, dest;
  input [32-1:0] writeVal;
  output [32-1:0] reg1, reg2;
  reg [32-1:0] regMem [0:32-1];
  integer i;
  always @ (negedge clk) begin
    if (rst) begin
      for (i = 0; i < 32; i = i + 1)
        regMem[i] <= 0;
	    end
    else if (writeEn) regMem[dest] <= writeVal;
    regMem[0] <= 0;
  end
  assign reg1 = (regMem[src1]);
  assign reg2 = (regMem[src2]);
endmodule  
module DataMemory (MemWrite,Memread,address,writeData,clk,reset,readData);
 output reg [31:0] readData;
  input MemWrite,Memread,clk,reset;
  input [31:0] address,writeData;
integer i ;
 reg [32-1:0] memory [0:1024-1];    
always @ (posedge clk) begin
    if (reset)
      for (i = 0; i < 1024; i = i + 1)
       memory[i] <= 0;
    else if (MemWrite==1)
        memory[address]<=writeData;
    end
    always@(address or Memread)
    begin
      if(Memread==1)
        readData=(address > 1023 ) ? 0 : memory[address];
    end
endmodule  
module controller (opCode, branchEn, EXE_CMD, Branch_command, Is_Imm, ST_or_BNE, WB_EN, MEM_R_EN, MEM_W_EN, hazard_detected);
  input hazard_detected;
  input [6-1:0] opCode;  
  output reg branchEn;
  output reg [4-1:0] EXE_CMD;  
  output reg [1:0] Branch_command;  
  output reg Is_Imm, ST_or_BNE, WB_EN, MEM_R_EN, MEM_W_EN;
  always @ ( * ) begin
    if (hazard_detected == 0) begin
      {branchEn, EXE_CMD, Branch_command, Is_Imm, ST_or_BNE, WB_EN, MEM_R_EN, MEM_W_EN} <= 0;
      case (opCode)
        6'b000001: begin EXE_CMD <= 4'b0000; WB_EN <= 1; end
        6'b000011: begin EXE_CMD <= 4'b0010; WB_EN <= 1; end
        6'b000101: begin EXE_CMD <= 4'b0100; WB_EN <= 1; end
        6'b000110:  begin EXE_CMD <= 4'b0101;  WB_EN <= 1; end
        6'b000111: begin EXE_CMD <= 4'b0110; WB_EN <= 1; end
        6'b001000: begin EXE_CMD <= 4'b0111; WB_EN <= 1; end
        6'b001001: begin EXE_CMD <= 4'b1000; WB_EN <= 1; end
        6'b001010: begin EXE_CMD <= 4'b1000; WB_EN <= 1; end
        6'b001011: begin EXE_CMD <= 4'b1001; WB_EN <= 1; end
        6'b001100: begin EXE_CMD <= 4'b1010; WB_EN <= 1; end
        6'b100000: begin EXE_CMD <= 4'b0000; WB_EN <= 1; Is_Imm <= 1; end
        6'b100001: begin EXE_CMD <= 4'b0010; WB_EN <= 1; Is_Imm <= 1; end
        6'b100100: begin EXE_CMD <= 4'b0000; WB_EN <= 1; Is_Imm <= 1; ST_or_BNE <= 1; MEM_R_EN <= 1; end
        6'b100101: begin EXE_CMD <= 4'b0000; Is_Imm <= 1; MEM_W_EN <= 1; ST_or_BNE <= 1; end
        6'b101000: begin EXE_CMD <= 4'b1111; Is_Imm <= 1; Branch_command <= 2'b11; branchEn <= 1; end
        6'b101001: begin EXE_CMD <= 4'b1111; Is_Imm <= 1; Branch_command <= 2'b01; branchEn <= 1; ST_or_BNE <= 1; end
        6'b101010: begin EXE_CMD <= 4'b1111; Is_Imm <= 1; Branch_command <= 2'b10; branchEn <= 1; end
        default: {branchEn, EXE_CMD, Branch_command, Is_Imm, ST_or_BNE, WB_EN, MEM_R_EN, MEM_W_EN} <= 0;
      endcase
    end
    else if (hazard_detected ==  1) begin
      {EXE_CMD, WB_EN, MEM_W_EN} <= 0;
    end
  end
endmodule  
module conditionChecker (reg1, reg2, cuBranchComm, brCond);  
  input [31: 0] reg1, reg2;
  input [1:0] cuBranchComm;  
  output reg brCond;
  always @ ( * ) begin
    case (cuBranchComm)
      2'b10: brCond <= 1;
      2'b11: brCond <= (reg1 == 0) ? 1 : 0;
      2'b01: brCond <= (reg1 != reg2) ? 1 : 0;
      default: brCond <= 0;
    endcase
  end
endmodule  
module signExtend (in, out);
  input [15:0] in;
  output [31:0] out;
  assign out = (in[15] == 1) ? {16'b1111111111111111, in} : {16'b0000000000000000, in};
endmodule  
module ALU (val1, val2, EXE_CMD, aluOut);
  input [32-1:0] val1, val2;
  input [4-1:0] EXE_CMD;
  output reg [32-1:0] aluOut;
  always @ ( * ) begin
    case (EXE_CMD)
      4'b0000: aluOut <= val1 + val2;
      4'b0010: aluOut <= val1 - val2;
      4'b0100: aluOut <= val1 & val2;
      4'b0101: aluOut <= val1 | val2;
      4'b0110: aluOut <= ~(val1 | val2);
      4'b0111: aluOut <= val1 ^ val2;
      4'b1000: aluOut <= val1 << val2;
      4'b1000: aluOut <= val1 <<< val2;
      4'b1001: aluOut <= val1 >> val2;
      4'b1010: aluOut <= val1 >>> val2;
      default: aluOut <= 0;
    endcase
  end
endmodule  
$ cat ./run.sh
#!/bin/bash
# OpenROAD 26Q1-2900-gdf79404cd8, Yosys 0.63+post, stock flow scripts
make -C /OpenROAD-flow-scripts/flow DESIGN_CONFIG=/design/flow/config.mk WORK_HOME=/design/flow/orfs finish
==> results.yml <==
# generated from flow reports
clock_network:
  cts_tree: "built"
  clockRootBuffer: "clkbuf_16"
  cts_buffer_depth: 3
  cts_buffers: 116
  cts_setup_buffers: 0
  htreeDepth: 3
  cts_resized: 0
  numClockSinks: 1024
  clk_pin_slew_ns: 0.03
  hold_buffers: 0
drt:
  drc_errors: 0
  drt-wirelength-per-cell_um: 26.0
  drtAntennaViolNets: 0
  wirelength_um: 186000
  drt_iter0_markers: 2677
  vias: 40700
  firstDrtPassIters: 6
  via_per_inst: 5.68
worst_setup_path:
  endpoint_kind: "output pin"
  crit_type: "reg2out"
  cp-start-kind: "flip-flop"
  path_max_fanout: 2
  required_ns: 14.72
  cp.arrival_ns: 12.31
pwr:
  peakVddDrop_uv: 67.5
  p_leak_nw: 29.5
  power_density_nw_per_um2: 102
synth:
  async_reset_ff_share_pct: 0
  syn_avg_cell_area_um2: 12.1
  mux_share_pct: 18.4
  ys_sh_adder_pct: 0
  synthCells: 4605
  flop_cell: "edfxtp_1"
  ys_seq_share_pct: 54.5
  yosys_warnings: 1
  yosys_cells: 4605
  ys_top_logic_family: "multiplexers"
  simple_gate_share_pct: 15.8
  xor_share_pct: 0
  synth-edff-count: 992
  ys_area_um2: 55800
  synth.cell_area_um2: 55800
  synth_cell_type_count: 32
  yosys.area_share.aoi_pct: 7.03
  synth_flops: 1024
final_timing:
  drv_slew: 0
  finalSetupViolations: 0
  hold_violations: 0
  tightest_slew_ns: 0.935
  fin_setup_tns_ns: 0
  setup_slack_ns: 2.41
  relSlewSlack_pct: 37.7
  rsz0062_at_grt: "false"
die:
  die_h_um: 336
  dieArea_um2: 113000
  initial_core_util_pct: 50.4
  fp.dieW_um: 336
  rows: 122
  core_um2: 111000
  io_pins: 114
run:
  cap_viol_max_count: 0
  warnings: 1027
grt:
  grt_pass1_wl_um: 266000
  antenna_found_initial: 14
  grt_usage_pct: 35.8
  grt_max_degree: 99
  grt_pass1_vias: 42600
  overflow: 0
placed_design:
  dp_hpwl_um: 113000
  dp.cells: 5919
  globalplace.congestion: 0.943
  port_buffers: 113
  dp_slack_ns: 1.99
finish:
  max_flop_register: "regMem"
  top_regs: "regMem: 1024 flops"
  final_layout_size_suffix_gt1_share_pct: 7.48
  area_growth_pct: 17.1
  layout_top_cell: "inv_1"
  largest_register_ffs: 1024
  num-fill-cells: 8890
  final_cell_mix: "inv_1 (1,049), mux2i_1 (1,024), and2_1 (992), edfxtp_1 (992)"
  utilization_pct: 59.1
  final_cell_count_no_fill: 7161
hold_path:
  min_path_type: "in2out"
status:
  status: "finished clean"
-- layer usage --
metal	up-vias	share of wire [%]	global-route usage, %
met1	19600	37	45.4
li1	18800	-	-
met4	14	3.0	13.6
met5	-	0.12	0.936
met2	1887	47	51.9
met3	368	13	21.4
-- critical path, cell delays in order, from the launching register on --
cell             delay, ns
edfxtp_1              0.37
mux2i_1               0.33
a22o_1                0.21
nor3_1                0.08
a31oi_1               0.65
nand3_1               0.25
clkdlybuf4s50_1       0.53
-- power breakdown --
part	total (W)	internal, W	leakage, nW	switching (W)
registers	0.00278	0.00270	9.71	0.0000718
clock network	0.00325	0.00173	7.40	0.00152
logic	0.000673	0.000238	12.4	0.000435
-- stage by stage --
step	hold WS, ns	area [um^2]	total power, W
after floorplan	7.62	55900	0.00350
after global placement	8.68	57600	0.00379
after detailed placement	8.68	57600	0.00380
after CTS	8.68	65400	0.00680
after global routing	8.74	65400	0.00710
final	8.70	65400	0.00670
-- Yosys cell counts, types with 4 or more instances --
master       n  area share [%]
and2_1     994              11
a31oi_1     64            0.72
nor2_2       9            0.10
dfxtp_1     32             1.1
a21oi_1    192             1.7
buf_6       49            0.99
nor2_4       7            0.14
a22oi_1    192             2.6
nor2_1      19            0.13
buf_1       19            0.13
nor2b_1      5           0.056
a22o_1     128             2.0
nand3_1    193             1.7
edfxtp_1   992              53
or2_2       33            0.37
buf_2       63            0.56
nand2_1    195             1.3
clkbuf_4     4           0.054
mux2i_1   1024              18
buf_4       62            0.83
clkbuf_2    48            0.43
nor3_1      64            0.57
clkbuf_1   200             1.3
nand2b_1     5           0.056
-- worst paths after layout --
path / start / endpoint / slack [ns] / cells after the start
worst max-delay path: regMem[7][0] / reg2[0] / 2.41 / 6
worst min-delay path: src1[1] / reg1[7] / 8.70 / 6
-- cell type report --
type                       instances  area, um^2  share of cell area, %
sequential                      1024       30400                   46.5
multi-input combinational       3166       23300                   35.6
clock inverter                  1116        4750                   7.26
clock buffer                     121        3030                   4.63
timing repair buffer             240        2010                   3.08
tap                             1488        1860                   2.85
antenna                            6        15.0                 0.0230
-- cells by family (layout without fill, tap and decap cells) --
kind of cell / after synthesis / count (layout)
buf+inv: 446 / 1477
compound gates: 576 / 576
simple gates: 1534 / 1534
flops: 1024 / 1024
other cells: 1 / 38
mux: 1024 / 1024
Power figures rest on the tool's default switching activity, not on a simulated workload.
